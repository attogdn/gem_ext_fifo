File: /design/flow/run.sh
#!/bin/bash
# OpenROAD 26Q1-2900-gdf79404cd8, Yosys 0.63+post, stock flow scripts
make -C /OpenROAD-flow-scripts/flow DESIGN_CONFIG=/design/flow/config.mk WORK_HOME=/design/flow/orfs finish
File: /design/flow/constraint.sdc
current_design ext_fifo_transceiver

set clk_period 1.0
set clk_io_pct 0.2

create_clock -name clk0 -period $clk_period [get_ports {rx_clk}]
create_clock -name clk1 -period $clk_period [get_ports {tx_clk}]

set non_clock_inputs [all_inputs -no_clocks]
set_input_delay [expr $clk_period * $clk_io_pct] -clock clk0 $non_clock_inputs
set_output_delay [expr $clk_period * $clk_io_pct] -clock clk0 [all_outputs]
File: /design/flow/config.mk
export PLATFORM = sky130hd
export DESIGN_NAME = ext_fifo_transceiver
export DESIGN_NICKNAME = ext_fifo_transceiver
export VERILOG_FILES = /design/flow/design.v
export SDC_FILE = /design/flow/constraint.sdc
export NUM_CORES = 4
export LEC_CHECK = 1
export CORE_AREA = 10 10 88 88
export DIE_AREA = 0 0 98 98
File: /design/flow/design.v
`timescale 1ns / 1ps
module ext_fifo_transceiver (
    output wire tx_r_data_rdy,
    input wire tx_r_rd,
    output wire tx_r_valid,
    output wire [7:0] tx_r_data,
    output wire tx_r_sop,
    output wire tx_r_eop,
    output wire tx_r_err,
    output wire tx_r_underflow,
    output wire tx_r_flushed,
    output wire tx_r_control,
    input wire dma_tx_end_tog,
    output wire dma_tx_status_tog,
    input wire [3:0] tx_r_status,
    input wire rx_w_wr,
    input wire [7:0] rx_w_data,
    input wire rx_w_sop,
    input wire rx_w_eop,
    input wire [44:0] rx_w_status,
    input wire rx_w_err,
    output wire rx_w_overflow,
    input wire rx_w_flush,
    output wire [7:0] m_axis_tdata,
    output wire [7:0] m_axis_tid,
    output wire [7:0] m_axis_tdest,
    output wire m_axis_tkeep,
    output wire m_axis_tvalid,
    output wire m_axis_tlast,
    output wire m_axis_tuser,
    input wire m_axis_tready,
    output wire s_axis_tready,
    input wire [7:0] s_axis_tdata,
    input wire [7:0] s_axis_tid,
    input wire [7:0] s_axis_tdest,
    input wire s_axis_tkeep,
    input wire s_axis_tvalid,
    input wire s_axis_tlast,
    input wire s_axis_tuser,
    input wire data_ready,
    input wire rx_clk,
    input wire tx_clk,
    input wire rx_resetn,
    input wire tx_resetn
);
  wire [7:0] w_in_data;
  wire w_rx_data_start, w_rx_data_end;
  gem_ext_fifo_tx tx (
      .gem_data(tx_r_data),
      .gem_data_ready(tx_r_data_rdy),
      .gem_data_valid(tx_r_valid),
      .gem_sop(tx_r_sop),
      .gem_eop(tx_r_eop),
      .gem_err(tx_r_err),
      .gem_underflow(tx_r_underflow),
      .gem_flushed(tx_r_flushed),
      .gem_control(tx_r_control),
      .gem_dma_tx_status_tog(dma_tx_status_tog),
      .gem_dma_tx_end_tog(dma_tx_end_tog),
      .gem_data_rd_request(tx_r_rd),
      .gem_status(tx_r_status),
      .s_axis_tready(s_axis_tready),
      .s_axis_tdata(s_axis_tdata),
      .s_axis_tid(s_axis_tid),
      .s_axis_tdest(s_axis_tdest),
      .s_axis_tkeep(s_axis_tkeep),
      .s_axis_tvalid(s_axis_tvalid),
      .s_axis_tlast(s_axis_tlast),
      .s_axis_tuser(s_axis_tuser),
      .resetn(tx_resetn),
      .clk(tx_clk)
  );
  gem_ext_fifo_rx rx (
      .i_data(rx_w_data),
      .i_wr(rx_w_wr),
      .i_sop(rx_w_sop),
      .i_eop(rx_w_eop),
      .i_status(rx_w_status),
      .i_err(rx_w_err),
      .i_flush(rx_w_flush),
      .o_data(w_in_data),
      .o_data_start(w_rx_data_start),
      .o_data_end(w_rx_data_end),
      .o_overflow(rx_w_overflow),
      .resetn(rx_resetn),
      .clk(rx_clk)
  );
  to_axis_converter axis_out (
      .axis_tdata(m_axis_tdata),
      .axis_tid(m_axis_tid),
      .axis_tdest(m_axis_tdest),
      .axis_tkeep(m_axis_tkeep),
      .axis_tvalid(m_axis_tvalid),
      .axis_tlast(m_axis_tlast),
      .axis_tuser(m_axis_tuser),
      .axis_tready(m_axis_tready),
      .i_data(w_in_data),
      .i_data_start(w_rx_data_start),
      .i_data_end(w_rx_data_end),
      .i_overflow(rx.o_overflow),
      .i_wr(rx_w_wr),
      .rst(rx_rstn),
      .clk(rx_clk)
  );
endmodule
`timescale 1ns / 1ps
module gem_ext_fifo_rx (
    output reg [7:0] o_data,
    output reg o_data_start,
    output reg o_data_end,
    output reg o_overflow,
    input wire [7:0] i_data,
    input wire i_wr,
    input wire i_sop,
    input wire i_eop,
    input wire i_err,
    input wire i_flush,
    input wire [44:0] i_status,
    input wire resetn,
    input wire clk
);
  always @(posedge clk) begin
    if (resetn == 1'b0) begin
      o_data_start <= 1'b0;
      o_data_end <= 1'b0;
      o_overflow <= 1'b0;
      o_data <= 8'b0;
    end
    if (i_wr == 1'b1 && i_err != 1'b1) o_data <= i_data;
    else o_data <= 8'h00;
    o_data_start <= i_sop;
    o_data_end   <= i_eop;
    o_overflow   <= 1'b0;
  end
endmodule
`timescale 1ns / 1ps
module gem_ext_fifo_tx (
    output wire [ 7:0]  gem_data,
    output reg          gem_data_ready,
    output reg          gem_data_valid,
    input wire          gem_data_rd_request,
    output reg          gem_sop,
    output wire         gem_eop,
    output wire         gem_err,
    output wire         gem_flushed,
    output wire         gem_underflow,
    output wire         gem_control,
    output reg          gem_dma_tx_status_tog,
    input wire          gem_dma_tx_end_tog,
    input wire  [ 3:0]  gem_status,
    input wire  [7:0]   s_axis_tdata,
    input wire  [7:0]   s_axis_tid,
    input wire  [7:0]   s_axis_tdest,
    output reg          s_axis_tready,
    input wire          s_axis_tkeep,
    input wire          s_axis_tvalid,
    input wire          s_axis_tlast,
    input wire          s_axis_tuser,
    output reg  [2:0]   current_state,
    input wire          resetn,
    input wire          clk
);
  reg packet_valid;
  reg packet_finish;
  reg [2:0] state;
  localparam [2:0] 
    STATE_S0 = 3'b000,
    STATE_S1 = 3'b001,
    STATE_S2 = 3'b010,
    STATE_S3 = 3'b011,
    STATE_S4 = 3'b100;
  assign gem_data = s_axis_tdata;
  assign gem_eop = s_axis_tlast;
  assign gem_err = 1'b0;
  assign gem_underflow = 1'b0;
  assign gem_control = 1'b0;
  assign gem_flushed = 1'b0;
always @(posedge clk) begin
  if (resetn == 1'b0) begin 
    state <= STATE_S0;
  end else begin
    case (state)
      STATE_S0: begin
        if (s_axis_tvalid == 1'b1) begin
          state <= STATE_S1;
        end else begin 
          state <= STATE_S0;
        end 
      end
      STATE_S1: begin
        if (gem_data_rd_request == 1'b1) begin 
          state <= STATE_S2;
        end else begin
          state <= STATE_S1;
        end 
      end
      STATE_S2: begin
        if ((gem_data_rd_request == 1'b1) && (s_axis_tvalid == 1'b1)) begin
          state <= STATE_S3;
        end else begin
          state <= STATE_S2;
        end
      end
      STATE_S3: begin
        if (s_axis_tlast == 1'b1) begin
          state <= STATE_S0;
        end else if (gem_data_rd_request == 1'b0) begin
          state <= STATE_S4;
        end else begin
          state <= STATE_S3;
        end
      end
      STATE_S4: begin
        if (s_axis_tlast == 1'b1) begin
          state <= STATE_S0;
        end else if (gem_data_rd_request == 1'b1) begin
          state <= STATE_S3;
        end else begin 
          state <= STATE_S4;
        end
      end
      default: begin
        state <= STATE_S0;
      end
    endcase
  end
end
always @(*) begin
  case (state)
    STATE_S0: begin
      current_state <= STATE_S0;
      s_axis_tready <= 1'b0;
      gem_data_ready <= 1'b0;
      gem_data_valid <= 1'b0;
      packet_valid <= 1'b0;
    end
    STATE_S1: begin
      current_state <= STATE_S1;
      s_axis_tready <= 1'b0;
      gem_data_ready <= 1'b1;
      gem_data_valid <= 1'b0;
      packet_valid <= 1'b0;
    end
    STATE_S2: begin
      current_state <= STATE_S2;
      s_axis_tready <= 1'b0;
      gem_data_ready <= 1'b1;
      gem_data_valid <= 1'b0;
      packet_valid <= 1'b0;
    end
    STATE_S3: begin
      current_state <= STATE_S3;
      gem_data_ready <= 1'b0;
      packet_valid <= s_axis_tvalid;
      if ((packet_finish == 1'b1) && (gem_data_rd_request == 1'b1)) begin
        gem_sop <= 1'b1;
      end else begin
        gem_sop <= 1'b0;
      end
      if (s_axis_tvalid == 1'b1) begin
        gem_data_valid <= 1'b1;
        s_axis_tready <= 1'b1;
      end else begin
        gem_data_valid <= 1'b0;
        s_axis_tready <= 1'b0;
      end
    end
    STATE_S4: begin
      current_state <= STATE_S4;
      s_axis_tready <= 1'b0;
      gem_data_ready <= 1'b0;
    end
    default: begin
      current_state <= STATE_S0;
      s_axis_tready <= 1'b0;
      gem_data_ready <= 1'b0;
      gem_data_valid <= 1'b0;
    end
  endcase
end
always @(posedge clk) begin
  if (resetn == 1'b0) begin
    gem_dma_tx_status_tog <= 1'b0;
    packet_finish <= 1'b0;
  end else begin
    if (gem_dma_tx_end_tog == 1'b1) begin
      gem_dma_tx_status_tog <= 1'b1;
    end else begin
      gem_dma_tx_status_tog <= 1'b0;
    end
    if (s_axis_tlast == 1'b1) begin
      packet_finish <= 1'b1;
    end
    if ((packet_finish == 1'b1) && (packet_valid == 1'b1)) begin
      packet_finish <= 1'b0;
    end
  end
end
endmodule
`timescale 1ns / 1ps
module to_axis_converter (
    output reg [7:0] axis_tdata,
    output reg [7:0] axis_tid,
    output reg [7:0] axis_tdest,
    output reg axis_tkeep,
    output reg axis_tvalid,
    output reg axis_tlast,
    output reg axis_tuser,
    input wire axis_tready,
    input wire [7:0] i_data,
    input wire i_data_start,
    input wire i_data_end,
    input wire i_overflow,
    input wire i_wr,
    input wire rst,
    input wire clk
);
  reg r_wr;
  always @(posedge clk) begin
    if (rst == 1'b0) begin
      axis_tkeep <= 1'b0;
      axis_tvalid <= 1'b0;
      axis_tuser <= 1'b0;
      axis_tdata <= 8'b0;
      axis_tid <= 8'b0;
      axis_tid <= 8'b0;
      r_wr <= 1'b0;
    end
    r_wr <= i_wr;
    axis_tdata <= i_data;
    axis_tlast <= i_data_end;
    if (axis_tlast == 1'b1) axis_tlast <= 1'b0;
    if (i_data_start == 1'b1 || i_data_end == 1'b1 || r_wr == 1'b1) axis_tvalid <= 1'b1;
    else axis_tvalid <= 1'b0;
    axis_tdest <= 8'b0;
    axis_tid   <= 8'b0;
    axis_tuser <= 1'b0;
    axis_tkeep <= 1'b1;
  end
endmodule
==> ci_impl_report.md <==
### Metrics collected by this job

| Metric | Value |
|---|---|
| Grt total ovfl | 0 |
| Avg WL per Cell | 10.2 um |
| Vias in the first global route | 686 |
| WL final | 2140 um |
| Flop pwr share | 51.7% |
| Combinational Power Share | 8.3% |
| Post-synth top area cell | dfxtp_1 |
| Num rows | 28 |
| R2R setup slack | 0.09 ns |
| Dominant logic cell types in the final layout | dfxtp_1 (25), conb_1 (23), clkdlybuf4s50_1 (17) |
| Mapped cell area | 1070 um^2 |
| WHS | 0.328 ns |
| Die height | 98 um |
| Worst VDD drop | 0.794 mV |
| Core Region | 5920 um^2 |
| Top cells by area | dfxtp_1 (53%), buf_4 (23%), and2_1 (6.4%), dlxtn_1 (2.8%), nand2_1 (1.8%) |
| Vias per cell | 3.11 |
| Dpl cells | 202 |
| Critical Path RT | 0.80 ns |
| Max-cap violations | 0 |
| Vias | 653 |
| Largest net degree at the start of global routing | 13 |
| Share of cells above drive strength 1 | 19.3% |
| Number of antenna violations at the first check in global routing | 0 |
| Critical path's largest stage delay | 0.31 ns |
| Crit Path Class | reg2out |
| Crit-path max FO | 2 |
| CP max stage cell | dfxtp_2 |
| Startpoint types | register |
| I/O Pins | 145 |
| Worst Path Arrival | 0.89 ns |
| Area grow syn2layout | 38.6% |
| Flops after synth | 31 |
| Hold Violations, Final | 0 |
| Max-slew violations | 0 |
| DRC Markers | 0 |
| PortBufs | 33 |
| Final setup violation count | 1 |
| Unrepaired setup endpoints after global routing | true |
| Internal power | 1.86 mW |
| Most common logic cell in the routed design | dfxtp_1 |
| Global-route wire length before repair | 3370 um |
| Worst-path clk slew | 0.07 ns |
| Clock Skew | 0.00418 ns |
| Pre-Place Util | 18.0% |
| Mean Syn Cell Area | 11.0 um^2 |
| Cell Chain, Critical Path | or2_4 -> buf_6 |
| Detailed Place HPWL | 1680 um |
| Sw frac | 19.1% |
| All-layer global routing usage | 4.08% |
| Top cell area share | 52.5% |
| Ant diodes | 0 |
| Power share of the clock group | 40.0% |
| CTS tree | yes |
| Register pins left without a clock | 3 |
| Leakage power | 0.649 nW |
| Tool Warnings | 99 |
| Number of unconstrained endpoints | 5 |
| Switching Power | 437 uW |
| Drt initial violations | 14 |
| Die width | 98 um |
| Setup Fix Bufs, Post-CTS | 0 |
| Syn Inst Count | 97 |
| Filler Cells Inserted | 633 |
| Synth warn | 5 |
| Yosys Instances | 97 |
| Cell Count, Final, Fillers Out | 210 |
| Chip area | 9600 um^2 |
| Iteration tally of the first detailed-router pass | 2 |
| DRT antenna net count | 0 |
| Gpl congestion | 0.814 |
| PnR worst setup slack | -0.0915 ns |
| YS chip area | 1070 um^2 |
| Run status | complete, but fails checks |
| Failing checks | setup timing |
| CP Capture Type | output port |
| Largest registers | axis_out.axis_tdata (8), rx.o_data (8), tx.state (5) |
| Pwr Density | 1550 nW/um^2 |
| Hold WC Path Type | reg2reg |
| Distinct cells, synth | 22 |
[through the flow]
step	worst slack (ns)	setup TNS (ns)	utilization [%]	total power [mW]	instance area [um^2]
after floorplan	0.253	0	-	1.33	1150
after global placement	-0.490	-3.36	23.5	1.42	1390
after detailed placement	-0.510	-3.31	23.5	1.41	1390
after CTS	-0.0949	-0.159	24.7	2.32	1470
after global routing	-0.116	-0.129	25.0	2.41	1480
final	-0.0915	-0.0915	25.0	2.30	1480
[layer usage]
layer | track usage (%) | part of all wire, %
met1 | 5.22 | 46
met2 | 5.48 | 37
met3 | 2.63 | 14
met4 | 1.23 | 2.4
met5 | 0 | 0
[cell type report]
| cell class | instances | area (um^2) | area share [%] |
|---|---|---|---|
| clock buffer | 7 | 86.3 | 5.84 |
| clock inverter | 1 | 5.00 | 0.338 |
| multi-input combinational | 55 | 303 | 20.5 |
| sequential | 31 | 609 | 41.2 |
| tap | 75 | 93.8 | 6.35 |
| timing repair buffer | 41 | 382 | 25.8 |
[Yosys cell counts]
master     n
a21bo_1    1
a21boi_1   1
a21boi_2   1
a21oi_1    1
and2_1    11
buf_4     32
conb_1     2
dfxtp_1   28
dlxtn_1    2
dlxtp_1    1
nand2_1    5
nand2b_1   2
nand3_1    1
nor2b_1    1
nor2b_2    1
nor3_2     1
nor3b_2    1
o211a_1    1
o21ai_0    1
o21bai_1   1
or2_4      1
or3_1      1
[worst paths after layout]
path	start	to	cells past startpoint
max in group clk1	tx.state[4]	tx.state[4]	3
max	tx.state[2]	tx_r_data_rdy	2
min reg2reg	rx.o_data[2]	axis_out.axis_tdata[2]	0
min	rx.o_data[2]	axis_out.axis_tdata[2]	0
max reg2reg	tx.state[4]	tx.state[4]	3
min in group clk1	s_axis_tlast	tx.packet_finish	3
[power groups by stage]
| stage | clock network (mW) | logic, mW | registers (mW) |
|---|---|---|---|
| after CTS | 0.943 | 0.188 | 1.19 |
| after global routing | 1.01 | 0.212 | 1.19 |
| final | 0.919 | 0.190 | 1.19 |
[cell families (layout without fill, tap and decap cells)]
kind of cell | count (synthesis) | in the layout | synth area share, %
AOI/OAI and AO/OA | 7 | 7 | 5.28
buffers and inverters | 32 | 49 | 22.5
DFF | 28 | 28 | 52.5
latches | 3 | 3 | 4.22
other | 2 | 23 | 0.704
and+or+nand+nor | 25 | 25 | 14.8
[worst max-delay path: cells and delay by family (launching register included)]
family / cells / cell delay [ns]
flip-flops: 1 / 0.31
AND/OR/NAND/NOR: 1 / 0.25
buffers and inverters: 1 / 0.11
[timing repair]
| action | 4_1_cts | 5_1_grt |
|---|---|---|
| pin swaps | 1 | 0 |
| hold buffers | 0 | 0 |
| resized | 24 | 12 |
| endpoints found under the setup margin | 14 | 11 |
No activity file was given, so power comes from the tool's default toggle rates.
